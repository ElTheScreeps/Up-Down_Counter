<file path="flow/run.sh">
#!/bin/bash
# OpenROAD 26Q1-2900-gdf79404cd8, Yosys 0.63+post, stock flow scripts
make -C /OpenROAD-flow-scripts/flow DESIGN_CONFIG=/design/flow/config.mk WORK_HOME=/design/flow/orfs finish
</file>
<file path="flow/config.mk">
export PLATFORM = sky130hd
export DESIGN_NAME = DW03_UPDN_CTR
export DESIGN_NICKNAME = DW03_UPDN_CTR
export VERILOG_FILES = /design/flow/design.v
export SDC_FILE = /design/flow/constraint.sdc
export NUM_CORES = 4
export LEC_CHECK = 1
export CORE_AREA = 10 10 70 70
export DIE_AREA = 0 0 80 80
</file>
<file path="flow/constraint.sdc">
current_design DW03_UPDN_CTR

set clk_period 1.7
set clk_io_pct 0.2

create_clock -name clk0 -period $clk_period [get_ports {clk}]

set non_clock_inputs [all_inputs -no_clocks]
set_input_delay [expr $clk_period * $clk_io_pct] -clock clk0 $non_clock_inputs
set_output_delay [expr $clk_period * $clk_io_pct] -clock clk0 [all_outputs]
</file>
<file path="flow/design.v">
module DW03_UPDN_CTR( data, up_dn, load, cen, clk, rst, count, tercnt );
parameter width = 4;
input  [width-1:0] data;
input 	           up_dn;
input 	           load;
input 	           cen;
input  	           clk;
input 	           rst;
output [width-1:0] count;
output 	           tercnt;
reg    [width-1:0] count_intern;
always @(posedge(clk) or negedge(rst))
begin
	if (~rst) count_intern <= 'b0;
	else if (rst & load == 0) count_intern <= data;
	else if (cen == 0 & load == 1) count_intern <= count_intern;
	else if (cen == 1 & load == 1)
	begin
		if (up_dn) count_intern <= count_intern + 1;
		else count_intern <= count_intern - 1;
	end
end
assign count = count_intern;
assign tercnt = (count_intern == 4'b1111) ? 1 : 0;
endmodule
</file>
==> metrics.cfg <==
[synthesis]
ys_top_cells_by_count=4 x dfrtp_1, 3 x a21oi_1, 3 x mux2i_1
synth-async-reset-ratio_pct=100
flop_cell=dfrtp_1
synth_top_cell_by_area=dfrtp_1
synth_flops=4
yosysWarnings=1
mux_share_pct=8.25
compound_area_share_pct=25.4
yosysChipArea_um2=364
top_cells_by_area=dfrtp_1 27%, mux2i_1 8.2%, ha_1 6.9%
xor_area_share_pct=4.81
edf_count=0
yosysUniqueCellTypes=24
adder_share_pct=12.4
most_common_cell=dfrtp_1
yosys.area.top_type_share_pct=27.5
syn_avg_cell_area_um2=9.58
logic_family=AND-OR/OR-AND gates
synthCells=38
simple_gate_share_pct=16.8
postSynthSeqShare_pct=27.5
yosysCellCount=38
synth_area_um2=364

[critical_path]
crit_fanout=6
critPathLaunch=count_intern[0]
ff2ff_path_depth=6
end_kind=output port
crit_arrival_ns=1.30
timing.rr.end=count_intern[3]
r2r_slack_ns=0.13
crit_type=register to output port
worstPathRequired_ns=1.36
r2r_start=count_intern[1]
start_kind=register

[route]
wl_um=1070
via_per_inst=3.54
n_antenna_cell=0
num_vias=389
wire_per_inst_um=9.70
route.detailed.drc=0
drt_first_pass_iters=3
antenna_left=0
drt_first_iter_violations=10

[timing]
maxSlewViolCount=0
fmax_mhz=610
min_period_over_period_pct=96.4
final_hold_viol_count=0
setup_viol=0
tightest_slew_ns=0.262
relSlewSlack_pct=82.5
min_period_ns=1.64
fin_skew_ns=0.00336
holdWs_ns=0.426
rsz0062_at_grt=no

[clock_tree]
holdBufCountCts=0
clk_path_buf_depth=2
cts_tree=yes
clk_pin_slew_worst_paths_ns=0.04
clock_sinks=4
cts_root_buf=clkbuf_4
tritoncts.num_buffers=3
clk-insertion-delay-late_ns=0.23
htree_levels=1

[layout]
regMostFlops=count_intern
fillerInstances=381
area_growth_pct=86.9
largest_reg_flops=4
top_regs=count_intern (4)
drive_gt1_share_pct=32.8

[run]
tool_warnings=25
drv_cap=0

[global_route]
antenna_found_initial=0
grt_pass1_wl_um=1770
grt_use_total_pct=3.32
grt_max_degree=11
grt_overflow_total=0
first_global_vias=391

[die]
boundaryPins=14
dieArea_um2=6400
die.size.x_um=80
core_region_area_um2=3420
fp_util_pct=10.7
die_y_um=80
num_rows=21

[placement]
hpwlAfterDp_um=901
portBuffers=13
gp_congestion=0.743

[run_status]
status=completed

[min_path]
worst_hold_path_type=input pin to async pin

[power_and_ir_drop]
ir_drop_mv=0.221
finalPower_mw=0.545
power.density_nw_per_um2=801
leakage_nw=0.267

## critical path, stage by stage, from the launching register on
cell and delay (ns):
dfrtp_2 0.40, and4_1 0.20, clkdlybuf4s50_1 0.47
## stage by stage
stage	utilization [%]	TNS (ns)	cell area, um^2	cells	setup slack [ns]
after floorplan	-	0	364	38	0.218
after global placement	17.8	-0.753	607	102	-0.312
after detailed placement	17.8	-0.797	607	102	-0.326
after CTS	19.0	0	651	106	0.00389
after global routing	19.9	0	681	110	0.00902
final	19.9	0	681	110	0.0616
## cell type report
class,count,area (um^2),share of cell area (%)
Clock buffer,3,22.5,3.31
Multi-Input combinational cell,30,259,38.1
Sequential cell,4,103,15.1
Timing Repair Buffer,25,231,34.0
Tap cell,46,57.6,8.46
Inverter,2,7.51,1.10
## per-layer routing
metal,vias to the layer above,part of all wire (%),GRT usage [%]
met5,-,0,0
met4,0,0,0.704
met3,0,7.2,1.48
met2,9,45,4.74
met1,179,48,4.48
li1,201,-,-
## worst max-delay path by stage
| stage | to | slack [ns] | depth (start not counted) |
|---|---|---|---|
| 4_1_cts | tercnt | 0.004 | 2 |
| 5_1_grt | tercnt | 0.009 | 2 |
| 6_report | tercnt | 0.06 | 2 |
## cell usage in the layout (no fill, tap or decap), drive strengths merged, types with 2 or more instances in the layout
master         netlist  layout
dfrtp                4       4
nor2b                2       2
mux2i                3       3
inv                  2       2
a211oi               2       2
nand2                2       2
ha                   2       2
clkdlybuf4s50        0      12
a21oi                4       4
clkbuf               0       3
buf                  2      12
xnor2                2       2
## power breakdown
part | internal [mW] | switching (mW)
clock | 0.0787 | 0.0347
combinational | 0.186 | 0.112
sequential | 0.119 | 0.0159
## logic make-up (layout without fill, tap and decap cells)
logic type      Yosys count  in the layout
simple gates             10             10
compound gates           12             12
buf+inv                   4             30
xor+xnor                  2              2
mux                       3              3
fa+ha+maj                 3              3
flops                     4              4
## repair_timing
action	4_1_cts	5_1_grt
pin swaps	1	0
buffers inserted	1	4
gates resized	6	0
endpoints found under the hold margin	0	0
endpoints found under the setup margin	3	1
No activity file was given, so power comes from the tool's default toggle rates.
